[config.mk]
export PLATFORM = sky130hd
export DESIGN_NAME = translater
export DESIGN_NICKNAME = translater
export VERILOG_FILES = /design/flow/design.v
export SDC_FILE = /design/flow/constraint.sdc
export NUM_CORES = 4
export LEC_CHECK = 1
export CORE_UTILIZATION = 30
[constraint.sdc]
current_design translater

set clk_period 1.0
set clk_io_pct 0.2

create_clock -name clk0 -period $clk_period [get_ports {clk}]

set non_clock_inputs [all_inputs -no_clocks]
set_input_delay [expr $clk_period * $clk_io_pct] -clock clk0 $non_clock_inputs
set_output_delay [expr $clk_period * $clk_io_pct] -clock clk0 [all_outputs]
[design.v]
module translater(ENB, clk, in_1, in_2, in_3, selector, selector3, out_1, out_2, out_3);
	input wire ENB, clk, selector, selector3;
	input wire [6:0] in_1, in_2;
	input wire [31:0] in_3;
	output reg [6:0] out_1, out_2;
	output reg [31:0] out_3;
	reg [6:0] mux1, mux2;
	reg [31:0] mux3;
	always @(*)
	begin
		if(ENB==1) 
		begin
			if(selector==0) 
			begin
				mux1 = in_1;
				mux2 = in_2;
			end 
			else if (selector==1)
			begin
				mux1 = mux1;
				mux2 = mux2;
			end
			if(selector3==0) 
				begin
				mux3=in_3;
				end 
			else
			begin
				mux3=mux3;
			end
		end
		else 
			begin
				mux1=mux1;
				mux2=mux2;
				mux3=mux3;
			end
	end
	always @(posedge clk) 
		begin
			out_1<=mux1;
			out_2<=mux2;
			out_3<=mux3;
		end
endmodule
[run.sh]
#!/bin/bash
# OpenROAD 26Q1-2900-gdf79404cd8, Yosys 0.63+post, stock flow scripts
make -C /OpenROAD-flow-scripts/flow DESIGN_CONFIG=/design/flow/config.mk WORK_HOME=/design/flow/orfs finish
==> results_slide.txt <==
Implementation Results

Run
  • Max-Cap Viols: 0
  • Tool Warnings: 26

Die
  • Placeable core area: 0.00517 mm2
  • Die ar.: 0.00571 mm2
  • Die H: 75.6 um
  • Boundary Pins: 96
  • Initial Util: 31.4%
  • Site Rows: 26
  • Die width: 75.6 um

Final timing
  • Worst slew pin tran: 426 ps
  • RSZ-0062 raised after global routing: false
  • Hold Vio Cnt, Final: 0
  • Relative slew slack: 71.6%
  • Tmin final: 956 ps
  • Crit path setup slack, layout: 43.6 ps
  • Final Max-Slew Violation Tally: 0
  • Tcrit/Tclk final: 95.6%
  • Final setup violation count: 0
  • FMAX: 1050 MHz
  • Count of unclocked register or latch pins: 46
  • Endpoints left unconstrained: 92

Power
  • Cell area power density: 1400 mW/mm2
  • Leak pwr: 1.21 nW
  • Maximum VDD drop: 0.728 mV

Hold path
  • Worst hold path type: reg -> out

Global routing
  • GR Overflow Total: 0
  • Number of global-route vias before repair: 947
  • Initial antenna violation count: 0
  • GRT Util Overall: 10.7%
  • Largest net degree at the start of global routing: 33
  • First-pass GRT wire length: 4330 um

Setup path
  • Crit-path max FO: 1
  • Worst-path cell chain: clkdlybuf4s15_1
  • Slowest cell on crit path: dfxtp_2
  • Crit Path Category: reg -> out
  • CP startpoint kind: flip-flop
  • Critical path data arrival time: 760 ps
  • Crit end category: primary output
  • WP buf/inv: 1
  • CP top delay family: flip-flops
  • Req. time, crit path: 800 ps
  • Max incr delay on CP: 320 ps

Clock tree
  • Clk pin slew, worst setup/hold paths: 80 ps
  • H-tree depth: 2
  • CTS root buf: clkbuf_8
  • Clk buf depth: 2
  • TritonCTS clock tree: done
  • Num CTS Buffers: 5
  • Post-CTS setup-driven buffer insertion count: 0
  • CTS Hold Buffers Added: 0

Logic synthesis
  • Yosys cell count: 94
  • Yosys top cell by area: dfxtp_1
  • YS chip area: 0.00162 mm2
  • Synth Cell Area: 0.00162 mm2
  • Syn avg cell area: 17.3 um2
  • Max-area cell share: 56.7%
  • #FFs+latches synth: 92
  • Post-Syn Instances: 94
  • Synth top area cells: dfxtp_1, dlxtn_1, nand2b_1
  • Yosys warnings: 1
  • Distinct cells, synth: 3

Routing
  • Antenna viol nets, final: 0
  • Routed WL per cell: 10.5 um
  • 1st-pass router iterations: 3
  • Initial DRC count: 9
  • Vias: 979
  • DRC: 0
  • Vias per inst: 3.65
  • DRT Wirelength: 2820 um
  • Ant. Diodes: 0

Placed design
  • Port bufs: 95
  • Gpl congestion: 0.706
  • DP Area: 0.00267 mm2
  • Worst slack, placed: 31.0 ps

Run status
  • Outcome: complete, no violations

Cells and area
  • Syn-to-layout area delta: 59.7%
  • Fillers: 443
  • Most numerous logic cell after layout: clkdlybuf4s50_1
  • Share of cells above drive strength 1: 37.9%
  • Final Instance Area: 0.00259 mm2
  • Layout Utilization: 50.1%
  • Most numerous logic cells after layout: clkdlybuf4s50_1, dlxtn_1, clkbuf_2
[where the power goes]
part	total (mW)	internal (mW)	switching [mW]
Sequential	2.09	2.06	0.0301
Combinational	0.271	0.216	0.0551
Clock	1.26	0.697	0.559
Total	3.62	2.98	0.644
[worst paths after layout]
| path | cells after the start | to | slack (ps) | from |
|---|---|---|---|---|
| worst max-delay path | 1 | out_3[13] | 40 | out_3[13]$_DFF_P_ |
| worst min-delay path | 1 | out_3[30] | 860 | out_3[30]$_DFF_P_ |
[flip-flops by register name, indices dropped and copies added (netlist names)]
| name | count |
|---|---|
| mux1 | 7 |
| mux2 | 7 |
| mux3 | 32 |
| out_1 | 7 |
| out_2 | 7 |
| out_3 | 32 |
[timing repair]
item,in CTS,in global routing
hold endpoints to repair,0,0
gates resized,99,59
setup endpoints to repair,46,40
[metal layers]
metal	GRT usage, %	wire, um
met4	2.06	42
met3	6.97	531
met1	13.1	1140
met2	16.3	1110
met5	0	0
[cells in the mapped netlist]
cell / count
dfxtp_1: 46
dlxtn_1: 46
nand2b_1: 2
[per-stage QoR]
stage | hold WS, ps | instances | setup TNS, ps | power, mW
5_1_grt | 904 | 268 | 0 | 3.83
3_3_place_gp | 860 | 260 | 0 | 2.47
2_1_floorplan | 458 | 94 | 0 | 2.12
4_1_cts | 911 | 268 | -5.91 | 3.71
3_5_place_dp | 852 | 260 | 0 | 2.47
6_report | 862 | 268 | 0 | 3.62
[final cells by class]
cell class                 count  area [um2]  share of cell area (%)
timing repair buffer          96         743                    28.7
sequential                    92        1640                    63.2
tap                           70        87.6                    3.38
multi-input combinational      2        12.5                   0.482
clock buffer                   8         110                    4.25
[cells by family after synthesis]
| family | synth area share [%] |
|---|---|
| flops | 56.7 |
| latches | 42.5 |
| simple gates | 0.770 |
Power figures rest on the tool's default switching activity, not on a simulated workload.
