<file path="flow/config.mk">
export PLATFORM = sky130hd
export DESIGN_NAME = FSM
export DESIGN_NICKNAME = FSM
export VERILOG_FILES = /design/flow/design.v
export SDC_FILE = /design/flow/constraint.sdc
export NUM_CORES = 4
export LEC_CHECK = 1
export CORE_AREA = 10 10 94 94
export DIE_AREA = 0 0 104 104
</file>
<file path="flow/constraint.sdc">
current_design FSM

set clk_period 2.5
set clk_io_pct 0.2

create_clock -name clk0 -period $clk_period [get_ports {CLK}]

set non_clock_inputs [all_inputs -no_clocks]
set_input_delay [expr $clk_period * $clk_io_pct] -clock clk0 $non_clock_inputs
set_output_delay [expr $clk_period * $clk_io_pct] -clock clk0 [all_outputs]
</file>
<file path="flow/design.v">
module FSM(CLK, reset, set_init, empty, full, pause_fifos, continue_fifos, init, idle, pause_stb, continue_stb, error_full);
input CLK, reset, set_init;
input [3:0] pause_fifos, continue_fifos, empty, full;
output reg init, idle;
output reg [3:0] continue_stb, pause_stb, error_full;
reg [3:0] pause_signal, continue_signal;
reg [7:0] state, next_state;
parameter [7:0] Reset = 8'd0,
				Init  = 8'd2,
				IDLE  = 8'd4,
				Active = 8'd8,
				Pause = 8'd16,
				Continue = 8'd32,
				Pause_Continue = 8'd64,
				Error = 8'd128;
always @(*)
	begin
		case (state)
			Reset:  begin
					if(!reset)
						begin
							next_state = Reset;
						end
					else 
						begin
							next_state = Init;
						end
					end
			Init:   begin
					if(set_init)
						begin
							next_state = Init;
						end
					else
						begin
							next_state = IDLE;
						end
					end
			IDLE:	begin
					if(&(empty))
						begin
							next_state = IDLE;
						end
					else
						begin
							next_state = Active;
						end
					end
			Active: 
				begin
				if(|pause_fifos && |continue_fifos && pause_fifos!=pause_signal && continue_fifos!=continue_signal)
					begin
						next_state = Pause_Continue;
					end
				else if(|continue_fifos && continue_fifos!=continue_signal)
					begin
						next_state = Continue;
					end
				else if(|pause_fifos && pause_fifos!=pause_signal)
					begin
						next_state = Pause;
					end
				else if(|(full))
					begin
						next_state = Error;
					end	
				else 
					begin
						next_state = Active;
					end
				end
			Pause:
				begin
				if(|pause_fifos && pause_fifos!=pause_signal)
					begin
						next_state = Pause;
					end
				else if(|continue_fifos && continue_fifos!=continue_signal)
					begin
						next_state = Continue;
					end
				else if(|pause_fifos && |continue_fifos && pause_fifos!=pause_signal && continue_fifos!=continue_signal)
					begin
						next_state = Pause_Continue;
					end
				else if(|(full))
					begin
						next_state = Error;
					end
				else 
					begin
						next_state = Active;
					end
				end
			Continue:
				begin
				if(|pause_fifos && pause_fifos!=pause_signal)
					begin
						next_state = Pause;
					end
				else if(|continue_fifos && continue_fifos!=continue_signal)
					begin
						next_state = Continue;
					end
				else if(|pause_fifos && |continue_fifos && pause_fifos!=pause_signal && continue_fifos!=continue_signal)
					begin
						next_state = Pause_Continue;
					end
				else if(|(full))
					begin
						next_state = Error;
					end
				else 
					begin
						next_state = Active;
					end
				end
			Pause_Continue:
				begin
				if(|pause_fifos && pause_fifos!=pause_signal)
					begin
						next_state = Pause;
					end
				else if(|continue_fifos && continue_fifos!=continue_signal)
					begin
						next_state = Continue;
					end
				else if(|pause_fifos && |continue_fifos && pause_fifos!=pause_signal && continue_fifos!=continue_signal)
					begin
						next_state = Pause_Continue;
					end
				else if(|(full))
					begin
						next_state = Error;
					end
				else 
					begin
						next_state = Active;
					end
				end
			Error:  begin
					if(!reset)
						begin
							next_state = Reset;
						end
					else
						begin
							next_state = Error;
						end
					end
			default: 
					begin 
						next_state = Init;
					end
		endcase	
	end
always @(posedge CLK)
	begin
		if(!reset)
			begin
				state <= 8'd0;
			end
		else 
			begin
				state <= next_state;
			end
	end
always @(posedge CLK)
	begin
	if(!reset)
		begin
			init <= 0;
			idle <= 0;
			error_full <= 4'd0;
			continue_stb <= 4'd0;
			pause_stb <= 4'd0;
			pause_signal<=4'd0;
			continue_signal<=4'd0;
		end
	else
		begin
		init <= 0;
		idle <= 0;
		error_full <= 4'd0;
		continue_stb <= 4'd0;
		pause_stb <= 4'd0;
		pause_signal <= pause_fifos;
		continue_signal <= continue_fifos;	
			case(next_state)
			Init:
				begin
					idle <= 0;
					error_full <= 4'd0;
					continue_stb <= 4'd0;
					pause_stb <= 4'd0;
					pause_signal <= pause_fifos;
					continue_signal <= continue_fifos;
					if (set_init)
						begin
							init <= 1;
						end
					else
						begin
							init <= 0;
						end
				end
			IDLE:
				begin
					error_full <= 4'd0;
					continue_stb <= 4'd0;
					pause_stb <= 4'd0;
					pause_signal <= pause_fifos;
					continue_signal <= continue_fifos;	
					init <= 0;
					if(&(empty))
						begin
							idle <= 1;
						end
					else
						begin
							idle <= 0;
						end
				end
			Pause:
				begin
					init <= 0;
					idle <= 0;
					error_full <= 4'd0;
					continue_stb <= 4'd0;
					if (pause_fifos != pause_signal)
						begin
							pause_stb <= pause_fifos;
						end
					else
						begin
							pause_stb <= 4'd0;
						end
					continue_signal <= continue_fifos;
					pause_signal<= pause_fifos;
				end
			Continue:
				begin
					init <= 0;
					idle <= 0;
					error_full <= 4'd0;
					pause_stb <= 4'd0;
					if (continue_fifos != continue_signal)
						begin
							continue_stb <= continue_fifos;
						end
					else
						begin
							continue_stb <= 4'd0;
						end
					continue_signal <= continue_fifos;
					pause_signal<= pause_fifos;
				end
			Pause_Continue:
				begin
					init <= 0;
					idle <= 0;
					error_full <= 4'd0;
					if (continue_fifos != continue_signal && pause_fifos!= continue_signal)
						begin
							pause_stb <= pause_fifos;
							continue_stb <= continue_fifos;
						end
					else
						begin
							pause_stb <= 4'd0;
							continue_stb <= 4'd0;
						end
					continue_signal <= continue_fifos;
					pause_signal<= pause_fifos;
				end
			Error:  
				begin
					init <= 0;
					idle <= 0;
					continue_stb <= 4'd0;
					pause_stb <= 4'd0;
					pause_signal <= pause_fifos;
					continue_signal <= continue_fifos;
					if(|(full))
						begin
							error_full <= full;
						end 
					else
						begin
							error_full <= 4'd0;
						end
				end
			default: 
				begin
					init <= 0;
					idle <= 0;
					error_full <= 4'd0;
					continue_stb <= 4'd0;
					pause_stb <= 4'd0;
					pause_signal <= pause_fifos;
					continue_signal <= continue_fifos;			
				end
			endcase
		end
	end
endmodule 
</file>
<file path="flow/run.sh">
#!/bin/bash
# OpenROAD 26Q1-2900-gdf79404cd8, Yosys 0.63+post, stock flow scripts
make -C /OpenROAD-flow-scripts/flow DESIGN_CONFIG=/design/flow/config.mk WORK_HOME=/design/flow/orfs finish
</file>
==> out/metrics.cfg <==
[run_status]
status=finished, final reports clean

[detailed_routing]
drtIter0Drc=17
topRoutingLayerUsed=met4
totalWireLength_microns=2663
dr_wl_met2_microns=1122
ant_nets=0
firstDrtPassIters=3
num_vias=889
n_antenna_cell=0
via_per_inst=3.689
routedWlPerCell_microns=11.05
drc=0
dr_wl_met3_microns=192
wl_met1_microns=1275

[clocking]
clock-root-buffer=clkbuf_8
cts_setup_buffers=0
cts-resized-gates=0
htreeDepth=2
cts.reportedPaths.clkPinSlew_ns=0.06
cts-buffers-inserted=5
cts.sinks=30
cts_buffer_depth=2
postCtsHoldBufs=0
clkLatencyLatePin_ns=0.27
cts_tree=built

[final_timing]
min_period_ns=2.107
hold_viol=0
drv_slew=0
rsz0062_at_grt=false
tns_ns=0
relSlewSlack_pct=59.05
clock_skew_ns=0.003132
max_freq_mhz=474.6
tightest_slew_ns=0.6092
setup_viol=0
final.period_utilization_pct=84.27

[pwr]
switching_share_pct=22.22
power_mw=0.9776
combPwrFrac_pct=10.8
power_frac_clock_pct=38.1
peakVddDrop_mv=0.1442
switching_power_mw=0.2172
intPower_mw=0.7604
powerDensity_nw_per_um2=569.5
p_leak_nw=0.6735
seqPwrFrac_pct=51.1

[flow_run]
drv_cap=0
warnings=25

[finish]
syn_to_final_growth_pct=47.05
layout-drive-gt1-share_pct=13.10
lay_top_cells=clkdlybuf4s50_1 (32), dfxtp_1 (30), and2_1 (15)
lay_top_count=clkdlybuf4s50_1

[floorplan]
die_h_microns=104
core_util_floorplan_pct=17.09
core_area_sq_um=6832
ioPinCount=33
rows=30
die_area_sq_um=10820
chipWidth_microns=104

[global_route]
grt_pass1_vias=872
grt_max_degree=16
grt_antenna_before_repair=0
globalRouteOverflowTotal=0
grt_usage_pct=4.831
grt_pass1_wl_microns=4422

[yosys]
synth-compound-area-share_pct=14.90
mux_area_share_pct=0
fa_ha_area_share_pct=0
syn_area_sq_um=1167
ys_cells=104
synth_seq_share_pct=51.45
synth-xor-area-share_pct=9.003
numSynthFlops=30
syn_inst=104
synth_cell_type_count=29
ys_area_sq_um=1167
yosysWarnings=1
synthSimpleGateAreaFrac_pct=24.01
synth.avg_cell_area_sq_um=11.22
logic_family=simple AND/OR/NAND/NOR gates

[critical_path]
arrival_ns=2.33
cp.required_ns=2.72
crit_path_end_kind=flop
path_max_fanout=6
path_class=primary input to flop
start_kind=primary input

[placement]
hpwl_microns=2070
gp_congestion=0.7678
io_buffers=32

[worst_hold_path]
hp-class=flop to flop

==> critical path, cell delays in order <==
cell and delay [ns]:
clkdlybuf4s50_1 0.52, or4_1 0.61, o41a_4 0.17, a211oi_2 0.35, and2_1 0.17
==> cell families (layout without fill, tap and decap cells) <==
logic type,after synthesis,count (layout)
AND/OR/NAND/NOR,45,45
XOR/XNOR,12,12
flip-flops,30,30
buffers and inverters,2,43
AND-OR/OR-AND,15,15
==> power groups by stage <==
stage | registers, mW | logic, mW | clock network (mW)
5_1_grt | 0.501 | 0.117 | 0.410
6_report | 0.500 | 0.106 | 0.372
4_1_cts | 0.500 | 0.107 | 0.386
==> routing by layer <==
layer | global-route usage (%) | vias up
met4 | 1.292 | 0
met5 | 0 | -
met3 | 1.942 | 7
met2 | 7.162 | 25
met1 | 6.381 | 399
li1 | - | 458
==> state kept, by name, indices dropped and copies added (netlist names) <==
register         cells
continue_signal      4
continue_stb         4
error_full           4
idle                 1
init                 1
pause_signal         4
pause_stb            4
state                8
==> final cells by class <==
type	count	area [sq um]
Sequential cell	30	600.6
Multi-Input combinational cell	72	559.3
Clock buffer	6	82.58
Timing Repair Buffer	36	350.3
Tap cell	96	120.1
Inverter	1	3.754
Fill cell	735	5115
==> cells in the mapped netlist, drive strengths merged <==
| cell type | n | share of area [%] |
|---|---|---|
| nor2b | 1 | 0.54 |
| clkbuf | 1 | 0.32 |
| nand3b | 1 | 0.64 |
| o21a | 1 | 0.64 |
| nor4b | 1 | 1.3 |
| a41o | 1 | 0.86 |
| dfxtp | 30 | 51 |
| and3 | 5 | 2.7 |
| a211oi | 1 | 1.1 |
| nor2 | 6 | 1.9 |
| a221oi | 1 | 0.75 |
| and4 | 1 | 0.75 |
| a21oi | 3 | 1.3 |
| and2 | 16 | 8.7 |
| nor4 | 4 | 2.7 |
| nor3 | 1 | 0.43 |
| and4b | 1 | 0.86 |
| o41ai | 3 | 2.9 |
| xor2 | 12 | 9.0 |
| or4 | 3 | 1.9 |
| inv | 1 | 0.32 |
| nand2 | 5 | 1.6 |
| o41a | 2 | 3.6 |
| a311oi | 1 | 1.3 |
| o31ai | 2 | 2.5 |
==> path summary, 6_finish.rpt <==
check	startpoint	cells past startpoint	slack (ns)	endpoint
setup / recovery	pause_fifos[0]	5	0.39	continue_stb[2]$_SDFF_PN0_
hold / removal	state[5]$_DFF_P_	2	0.52	state[2]$_DFF_P_
setup reg to reg	state[6]$_DFF_P_	4	0.84	continue_stb[2]$_SDFF_PN0_
hold reg to reg	state[5]$_DFF_P_	2	0.52	state[2]$_DFF_P_
==> through the flow <==
stage | utilization (%) | instances | hold slack, ns | worst slack (ns) | area [sq um]
after floorplan | - | 104 | 0.4638 | 0.7896 | 1167
after CTS | 25.13 | 241 | 0.5157 | 0.3793 | 1717
final | 25.13 | 241 | 0.5151 | 0.3932 | 1717
after global routing | 25.13 | 241 | 0.5378 | 0.3172 | 1717
after global placement | 23.92 | 235 | 0.5040 | 0.09772 | 1634
after detailed placement | 23.92 | 235 | 0.4976 | 0.08968 | 1634
No activity file was given, so power comes from the tool's default toggle rates.
