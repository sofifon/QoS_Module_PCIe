--- ./design.v ---
module DATOSINTERMEDIOS(RESET, CLOCK, POPff0, POPff1, POPff2, POPff3, DATO_OUTff0, DATO_OUTff1, DATO_OUTff2, DATO_OUTff3, DATOCF_OUT);
	input RESET, CLOCK;
	input POPff0, POPff1, POPff2, POPff3;
	input [3:0] DATO_OUTff0, DATO_OUTff1, DATO_OUTff2, DATO_OUTff3;
	output reg [3:0] DATOCF_OUT;
	always @(posedge CLOCK) begin
		if (RESET) begin
			if (POPff0) begin
				DATOCF_OUT<=DATO_OUTff0;
			end
			if (POPff1) begin
				DATOCF_OUT<=DATO_OUTff1;
			end
			if (POPff2) begin
				DATOCF_OUT<=DATO_OUTff2;
			end
			if (POPff3) begin
				DATOCF_OUT<=DATO_OUTff3;
			end
		end
	end
endmodule
--- ./run.sh ---
#!/bin/bash
# OpenROAD 26Q1-2900-gdf79404cd8, Yosys 0.63+post, stock flow scripts
make -C /OpenROAD-flow-scripts/flow DESIGN_CONFIG=/design/flow/config.mk WORK_HOME=/design/flow/orfs finish
--- ./config.mk ---
export PLATFORM = sky130hd
export DESIGN_NAME = DATOSINTERMEDIOS
export DESIGN_NICKNAME = DATOSINTERMEDIOS
export VERILOG_FILES = /design/flow/design.v
export SDC_FILE = /design/flow/constraint.sdc
export NUM_CORES = 4
export LEC_CHECK = 1
export CORE_AREA = 10 10 70 70
export DIE_AREA = 0 0 80 80
--- ./constraint.sdc ---
current_design DATOSINTERMEDIOS

set clk_period 1.6
set clk_io_pct 0.2

create_clock -name clk0 -period $clk_period [get_ports {CLOCK}]

set non_clock_inputs [all_inputs -no_clocks]
set_input_delay [expr $clk_period * $clk_io_pct] -clock clk0 $non_clock_inputs
set_output_delay [expr $clk_period * $clk_io_pct] -clock clk0 [all_outputs]
==> Changelog: implementation <==
### Metrics

- Outcome: complete, no violations
- Crit start category: input pin
- Sum of routed wire length over all layers: roughly 1.1 mm
- # resized after CTS: 0
- Core Area: approximately 3400 sq um
- Placed insts: between 90 and 100
- Worst vdd ir: ~0.12 mV
- Core Rows: 21
- CP required: ~1.6 ns
- Hold WC Path Type: input pin to flip-flop
- Pwr dens: about 600 nW/um^2
- Slew Limit Headroom: between 70% and 80%
- Synthesis area per yosys: between 200 and 300 sq um
- Via count: about 300
- Number of port buffers: 25
- Number of diodes: 0
- Detailed Place HPWL: 1.03 mm
- Period Utilization, post-route: between 80 and 90%
- Post-CTS Setup Bufs: 0
- Biggest regs: DATOCF_OUT: 4 flops
- First DRT Iteration DRCs: 3
- Critical Path Sink Type: flip-flop
- Number of global-route vias before repair: around 380
- Final setup margin: 0.231 ns
- Drc violations: 0
- Largest register FFs: 4
- Total of max-cap violations: 0
- CP bufs+invs: 1
- Clk root buf: clkbuf_4
- Final Non-Filler Cells: 99
- Max-slew violations: 0
- Syn Area/Cell: ~12 sq um
- Total Die Area: around 6400 sq um
- Cell taking the most area after synthesis: edfxtp_1
- Top cell excl fill/tap: clkdlybuf4s50_1
- Worst Hold Depth: 3
- Max clock buf depth: 2
- Hold_buf cts: 0
- TritonCTS Buffers: 3
- Final RePlAce weighted congestion: around 0.72
- P&R area growth vs syn: 118%
- Worst path cell trace: clkdlybuf4s50_1 -> o41a_1
- Ratio of cells with drive above 1 in the final layout: between 10% and 20%
- Antenna violations before repair: 0
- Most frequent cells in the layout: clkdlybuf4s50_1, edfxtp_1, mux2i_1, nor3b_1
- TritonCTS clock tree: yes
- Hold_sp: DATO_OUTff3[1]
- Count of cell types in the netlist: 11
- Total GRT Usage: 3.30%
- Height of the die: 80 microns
- Worst-path clk slew: 0.03 ns
- Largest delay contributor family on the critical path: AND-OR/OR-AND gates
- Number of primary I/O pins: 26
- # H-tree levels: 1
- Largest stage delay, worst path: 0.53 ns
- Top area contributor share: 42.3%
- Yosys warns: 1
- Vias per inst: 3.06
- Tmin final: between 1 and 1.5 ns
- Final setup vio count: 0
- Setup TNS: 0 ns
- CP Class: input pin to flip-flop
- Fill cells: between 300 and 400
- Post-synth area hogs: edfxtp_1, mux2i_1, nor3b_1
- Most flop-heavy register: DATOCF_OUT
- Least-Margin Pin Slew: between 0.3 and 0.4 ns
- Tool warnings: 25
- Largest net degree at the start of global routing: 7
- Mapped Cells: 24
- Yosys reg bits: 4
- 1st-pass router iterations: 2
- CTS sink cnt: 4
- Post-DRT Antenna Nets: 0
- Area of the mapped netlist: between 200 and 300 sq um
- Crit-path slowest cell: o41a_1
- Die X: approximately 80 microns
- Fmax: 731 MHz
- Endpoint, Worst Hold: DATOCF_OUT[1]
- RSZ-0062 raised after global routing: false
- Hold Vio Cnt, Final: 0
- Crit-path max FO: 4
- FP Util: approximately 8.3%
- First-pass GRT wire length: 1.64 mm
- Placement Setup Slack: -0.0200 ns
- GR Overflow Total: 0
- Yosys stat cell total: 24
- DR WL/cell: between 10 and 15 microns
- Leakage Power: roughly 0.22 nW
- Critical path arrival: 1.33 ns
- Dpl cell area: ~600 sq um
- Synth Seq Share: a little over two fifths
- Post-Layout Inst Area: approximately 600 sq um
==> how the worst max path moves through the flow <==
stage	from	to	slack, ns	depth (start not counted)
4_1_cts	POPff3	DATOCF_OUT[2]	0.22	2
5_1_grt	POPff3	DATOCF_OUT[3]	0.20	2
6_report	POPff3	DATOCF_OUT[2]	0.23	2
==> Yosys cell counts <==
master	n
nor2_1	1
buf_4	1
inv_1	1
mux2i_1	4
edfxtp_1	4
nor3b_1	4
buf_6	1
a221oi_2	1
o41a_1	1
a211oi_1	3
nor2b_1	3
==> tightest hold or removal path, stage by stage <==
cell and delay (ns):
clkdlybuf4s50_1 0.40, inv_1 0.07, a221oi_2 0.06
==> cells by family after synthesis <==
group | count (synthesis) | share of synthesized area [%]
AOI/OAI and AO/OA | 5 | 17.2
DFF | 4 | 42.3
and+or+nand+nor | 8 | 18.5
muxes | 4 | 14.1
buffers and inverters | 3 | 7.93
==> layout make-up <==
type / count / area [sq um] / share of cell area, %
flip-flops and latches: 4 / 120 / 19.4
clock buffers: 3 / 22.5 / 3.64
inverters: 1 / 3.75 / 0.607
well taps: 46 / 57.6 / 9.31
repair buffers: 28 / 273 / 44.1
multi-input cells: 17 / 141 / 22.9
==> report_power, final <==
part | leakage [nW] | total (mW) | switching [mW] | internal (mW)
Combinational | 0.163 | 0.112 | 0.0300 | 0.0817
Clock | 0.0138 | 0.126 | 0.0424 | 0.0839
Sequential | 0.0392 | 0.132 | 0.00228 | 0.130
==> through the flow <==
stage                     util [%]  power (mW)  hold slack (ns)
after floorplan                  -       0.164            0.590
after global placement        17.4       0.246             1.03
after global routing          18.1       0.386            0.808
after detailed placement      17.4       0.247             1.04
final                         18.1       0.370            0.785
after CTS                     18.1       0.374            0.789
==> routing by layer <==
layer	track usage (%)	wire (microns)	part of all wire, %	vias up
met5	0	0	0	-
met4	0.704	12	1.1	0
met3	1.25	85	7.6	2
met2	8.43	784	70	8
met1	1.48	239	21	141
li1	-	-	-	152
Power figures rest on the tool's default switching activity, not on a simulated workload.
